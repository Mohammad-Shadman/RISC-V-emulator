$ cat ./design.v
package constants_pkg;
typedef enum logic [1:0] {
    ADD = 2'b00,
    SUB = 2'b01,
    AND = 2'b10,
    OR =  2'b11
} aluSel_e  ;
endpackage
parameter logic [31:0] ZERO = 32'd0;
parameter logic [6:0] OP_R     = 7'b0110011;
parameter logic [6:0] OP_IA    = 7'b0010011;
parameter logic [6:0] OP_IL    = 7'b0000011;
parameter logic [6:0] OP_IJ    = 7'b1100111;
parameter logic [6:0] OP_S     = 7'b0100011;
parameter logic [6:0] OP_B     = 7'b1100011;
parameter logic [6:0] OP_U     = 7'b0110111;
parameter logic [6:0] OP_UPC   = 7'b0010111;
parameter logic [6:0] OP_J     = 7'b1101111;
parameter logic [1:0] WB_PC4  = 2'h0;
parameter logic [1:0] WB_ALU  = 2'h1;
parameter logic [1:0] WB_MEM  = 2'h2;
parameter logic [1:0] WB_BCH = 2'h3;
parameter logic PC_ADD4  = 1'h0;
parameter logic PC_IMMI  = 1'h1;
parameter logic [3:0] ALU_ADD   = 4'h0;
parameter logic [3:0] ALU_SUB   = 4'hf;
parameter logic [3:0] ALU_XOR   = 4'h4;
parameter logic [3:0] ALU_OR    = 4'h6;
parameter logic [3:0] ALU_AND   = 4'h7;
parameter logic [3:0] ALU_SLL   = 4'h1;
parameter logic [3:0] ALU_SRL   = 4'h5;
parameter logic [3:0] ALU_SRA   = 4'ha;
parameter logic [3:0] ALU_SLT   = 4'h2;
parameter logic [3:0] ALU_NULL  = 4'he;
parameter logic [3:0] ALU_SLTU  = 4'h3;
parameter logic [2:0] FR_ADD   = 3'h0;
parameter logic [2:0] FR_SUB   = 3'h0;  
parameter logic [2:0] FR_XOR   = 3'h4;
parameter logic [2:0] FR_OR    = 3'h6;
parameter logic [2:0] FR_AND   = 3'h7;
parameter logic [2:0] FR_SLL   = 3'h1;
parameter logic [2:0] FR_SRL   = 3'h5;
parameter logic [2:0] FR_SRA   = 3'h5;  
parameter logic [2:0] FR_SLT   = 3'h2;
parameter logic [2:0] FR_SLTU  = 3'h3;  
parameter logic [2:0] FIA_ADD  = 3'h0;
parameter logic [2:0] FIA_XOR  = 3'h4;
parameter logic [2:0] FIA_OR   = 3'h6;
parameter logic [2:0] FIA_AND  = 3'h7;
parameter logic [2:0] FIA_SLL  = 3'h1;
parameter logic [2:0] FIA_SRL  = 3'h5;
parameter logic [2:0] FIA_SRA  = 3'h5;  
parameter logic [2:0] FIA0_SLT  = 3'h2;
parameter logic [2:0] FIA_SLTU = 3'h3;  
parameter logic [2:0] FIL_LB   = 3'h0;
parameter logic [2:0] FIL_LH   = 3'h1;
parameter logic [2:0] FIL_LW   = 3'h2;
parameter logic [2:0] FIL_LBU  = 3'h4;  
parameter logic [2:0] FIL_LHU  = 3'h5;  
parameter logic [2:0] FS_SB    = 3'h0;
parameter logic [2:0] FS_SH    = 3'h1;
parameter logic [2:0] FS_SW    = 3'h2;
parameter logic [2:0] FB_BEQ   = 3'h0;
parameter logic [2:0] FB_BNE   = 3'h1;
parameter logic [2:0] FB_BLT   = 3'h4;
parameter logic [2:0] FB_BGE   = 3'h5;
parameter logic [2:0] FB_BLTU  = 3'h6;
parameter logic [2:0] FB_BGEU  = 3'h7;
 module writeback #(
     parameter int DWIDTH=32,
     parameter int AWIDTH=32
 )(
     input logic [AWIDTH-1:0]  pc_i,
     input logic [DWIDTH-1:0]  alu_res_i,
     input logic [DWIDTH-1:0]  memory_data_i,
     input logic [1:0]         wbsel_i,
     input logic               brtaken_i,
     output logic [DWIDTH-1:0] writeback_data_o,
     output logic [AWIDTH-1:0] next_pc_o
 );
    always_comb begin
        next_pc_o = pc_i +4;
        case (wbsel_i)
            WB_ALU: begin
                writeback_data_o = alu_res_i;
            end
            WB_MEM: begin
                writeback_data_o = memory_data_i;
            end
            WB_PC4: begin
                writeback_data_o = pc_i+4;
            end
            default: writeback_data_o = 0;
        endcase  
        if(brtaken_i) next_pc_o = alu_res_i;
    end
endmodule : writeback
$ cat ./run.sh
#!/bin/bash
# OpenROAD 26Q1-2900-gdf79404cd8, Yosys 0.63+post, stock flow scripts
make -C /OpenROAD-flow-scripts/flow DESIGN_CONFIG=/design/flow/config.mk WORK_HOME=/design/flow/orfs finish
$ cat ./config.mk
export PLATFORM = sky130hd
export DESIGN_NAME = writeback
export DESIGN_NICKNAME = writeback
export VERILOG_FILES = /design/flow/design.v
export SDC_FILE = /design/flow/constraint.sdc
export NUM_CORES = 4
export LEC_CHECK = 1
export CORE_UTILIZATION = 30
$ cat ./constraint.sdc
current_design writeback

set clk_period 9.3
set clk_io_pct 0.2

create_clock -name clk0 -period $clk_period

set non_clock_inputs [all_inputs -no_clocks]
set_input_delay [expr $clk_period * $clk_io_pct] -clock clk0 $non_clock_inputs
set_output_delay [expr $clk_period * $clk_io_pct] -clock clk0 [all_outputs]
==> qor.log <==
INFO  detailed_routing n_antenna_cell=0
INFO  timing         layout_min_cycle_time=6.45ns
INFO  logic_synthesis synthDistinctLibCells=43
INFO  timing         postLayoutSetupSlackWorst=2.85ns
INFO  finish         most_frequent_standard_cell_in_the_layout_excluding_fill_and_tap_cells=clkdlybuf4s50_1
INFO  pwr            sw_frac_of_total=32.4%
INFO  detailed_routing final_antenna_net_count=0
INFO  floorplan      die_area=5810µm²
INFO  pwr            power_leakage=1.29nW
INFO  floorplan      core=5200µm²
INFO  detailed_routing detail_route.iter0.violations=86
INFO  place          post_place_setup_slack=2.87ns
INFO  floorplan      number_of_core_rows=26
INFO  place          place_area=3330µm²
INFO  finish         clkbuf_count=0
INFO  timing         setup_violations=0
INFO  finish         post_route_cells_drive_above_1_share=8.38%
INFO  worst_setup_path crit_path_end_kind=output pin
INFO  logic_synthesis synthesis.area_per_instance=6.81µm²
INFO  logic_synthesis synth-seq-area-share=0%
INFO  logic_synthesis syn_inst=243
INFO  worst_setup_path startpoint_type=primary input
INFO  floorplan      width_of_the_die=76.3µm
INFO  finish         finish.utilization=63.9%
INFO  finish         sequential_cell_area=0µm²
INFO  job            drv_cap=0
INFO  finish         fillers=494
INFO  pwr            pwr_density_cell=43.6nW/µm²
INFO  pwr            post-layout-total-power=0.145mW
INFO  floorplan      fp-utilization=31.8%
INFO  grt            grt_max_degree=38
INFO  logic_synthesis synth.top_cell.area_share=15.1%
INFO  place          detailed_place_hpwl=5680µm
INFO  grt            grt_pass1_wl=11,500µm
INFO  min_path       hp-class=in2out
INFO  floorplan      floorplan.die.height=76.3µm
INFO  place          placed_cells=464
INFO  timing         report.final.hold_viol_count=0
INFO  pwr            share_seq_of_total_power=0%
INFO  logic_synthesis post_synth_instance_area=1650µm²
INFO  finish         final_cells=464
INFO  detailed_routing drt-total-wl=6960µm
INFO  logic_synthesis netlist_top_cells_area=mux2i_1 15%, mux2_2 10%, xor2_1 9.0%
INFO  logic_synthesis ys_chip_area=1650µm²
INFO  timing         slew_headroom=52.5%
INFO  pwr            power.share.combinational=100.0%
INFO  clocking       post_cts_setup_buffer_count=0
INFO  timing         timing_max_transition_violations_final=0
INFO  clocking       post_cts_hold_buffer_count=0
INFO  worst_setup_path path_class=in2out
INFO  floorplan      io_pins=163
INFO  detailed_routing route.detailed.wl_per_inst=15.0µm
INFO  logic_synthesis synth.yosys.warnings=1
INFO  grt            number_of_antenna_violations_at_the_first_check_in_global_routing=0
INFO  pwr            power_report.internal_total=0.0980mW
INFO  place          portBuffers=163
INFO  timing         timing.final.crit_share=69.4%
INFO  clocking       ctsResizeCount=0
INFO  pwr            clockPowerShare=0%
INFO  pwr            power.switching=0.0469mW
INFO  grt            globalRoute.totalOverflow=0
INFO  worst_setup_path cp_data_arrival_time=4.59ns
INFO  timing         hold_ws=4.65ns
INFO  timing         setup_repair_after_global_routing_missed_its_margin=no
INFO  grt            first_global_vias=2,273
INFO  detailed_routing viasPerCell=5.09
INFO  timing         fin_tns_setup=0ns
INFO  timing         worst-slew-pin-transition=0.707ns
INFO  place          finalWeightedCongestion=0.888
INFO  logic_synthesis yosysCellCount=243
INFO  detailed_routing drt_first_pass_iters=4
INFO  logic_synthesis biggest_area_consumer_among_synthesized_cells=mux2i_1
INFO  grt            gr-usage-all-layers=24.2%
INFO  job            tool_warnings=33
INFO  detailed_routing detail_route.drc_violations=0
INFO  run_status     status=finished, final reports clean
INFO  worst_setup_path cp_max_fo=6
INFO  worst_setup_path cp.required=7.44ns
INFO  pwr            vdd.ir_drop.worst=26.7µV
INFO  finish         most-common-layout-cells=162 x clkdlybuf4s50_1, 25 x mux2i_1, 24 x nand2_1, 24 x o21ai_0, 18 x inv_1
INFO  finish         final_design_area_no_fill=3330µm²
INFO  detailed_routing routed-via-count=2,362
INFO  finish         area_growth=101%
INFO  timing         clock.fmax=0.155GHz
INFO  finish         flip_flops=0
## worst paths after layout
path / from / to / slack (ns) / depth (start not counted)
max: pc_i[2] / next_pc_o[26] / 2.85 / 8
min: alu_res_i[31] / next_pc_o[31] / 4.65 / 4
## area by class of cell
class | instances | area [µm²] | share of cell area (%)
multi-input cells | 209 | 1520 | 45.5
well taps | 70 | 87.6 | 2.63
inverters | 18 | 67.6 | 2.03
repair buffers | 167 | 1660 | 49.8
## power by group through the flow
stage / clock network (mW) / registers [mW] / logic [mW]
global route: 0 / 0 / 0.158
finish: 0 / 0 / 0.145
CTS: 0 / 0 / 0.146
## Yosys cell counts (all sizes together) (2+ instances only)
master / number
a21oi: 2
clkbuf: 6
nor3: 9
xnor2: 9
or3: 2
a22o: 3
o21ai: 28
mux2i: 25
inv: 18
xor2: 17
and3: 4
nor3b: 2
and2: 2
nand2: 25
nand3: 17
buf: 10
nor4: 5
a22oi: 17
nand4: 9
nor2b: 3
mux2: 15
nor2: 7
a21o: 2
## routing by layer
metal / GRT usage (%) / part of all wire (%)
met4: 0.769 / 0.39
met2: 39.9 / 47
met3: 1.46 / 4.9
met5: 0 / 0
met1: 36.5 / 47
## logic make-up after synthesis
family                     share of synthesized area, %
AOI/OAI and AO/OA                                  21.5
xor gates and xnor gates                           13.8
adders and majority gates                         0.756
buffers and inverters                              8.70
muxes                                              25.3
and+or+nand+nor                                    30.0
## critical path, cell delays in order
cell,delay [ns]
clkdlybuf4s50_1,0.58
ha_1,0.26
nand4_1,0.23
nor3_1,0.54
nand3_1,0.17
xnor2_1,0.28
mux2_2,0.22
clkdlybuf4s50_1,0.45
Power figures rest on the tool's default switching activity, not on a simulated workload.
