$ cat ./design.v
package constants_pkg;
typedef enum logic [1:0] {
    ADD = 2'b00,
    SUB = 2'b01,
    AND = 2'b10,
    OR =  2'b11
} aluSel_e  ;
endpackage
parameter logic [31:0] ZERO = 32'd0;
parameter logic [6:0] OP_R     = 7'b0110011;
parameter logic [6:0] OP_IA    = 7'b0010011;
parameter logic [6:0] OP_IL    = 7'b0000011;
parameter logic [6:0] OP_IJ    = 7'b1100111;
parameter logic [6:0] OP_S     = 7'b0100011;
parameter logic [6:0] OP_B     = 7'b1100011;
parameter logic [6:0] OP_U     = 7'b0110111;
parameter logic [6:0] OP_UPC   = 7'b0010111;
parameter logic [6:0] OP_J     = 7'b1101111;
parameter logic [1:0] WB_PC4   = 2'h0;
parameter logic [1:0] WB_ALU   = 2'h1;
parameter logic [1:0] WB_MEM   = 2'h2;
parameter logic PC_ADD4  = 1'h0;
parameter logic PC_IMMI  = 1'h1;
parameter logic [3:0] ALU_ADD   = 4'h0;
parameter logic [3:0] ALU_SUB   = 4'hf;
parameter logic [3:0] ALU_XOR   = 4'h4;
parameter logic [3:0] ALU_OR    = 4'h6;
parameter logic [3:0] ALU_AND   = 4'h7;
parameter logic [3:0] ALU_SLL   = 4'h1;
parameter logic [3:0] ALU_SRL   = 4'h5;
parameter logic [3:0] ALU_SRA   = 4'ha;
parameter logic [3:0] ALU_SLT   = 4'h2;
parameter logic [3:0] ALU_SLTU  = 4'h3;
parameter logic [2:0] FR_ADD   = 3'h0;
parameter logic [2:0] FR_SUB   = 3'h0;  
parameter logic [2:0] FR_XOR   = 3'h4;
parameter logic [2:0] FR_OR    = 3'h6;
parameter logic [2:0] FR_AND   = 3'h7;
parameter logic [2:0] FR_SLL   = 3'h1;
parameter logic [2:0] FR_SRL   = 3'h5;
parameter logic [2:0] FR_SRA   = 3'h5;  
parameter logic [2:0] FR_SLT   = 3'h2;
parameter logic [2:0] FR_SLTU  = 3'h3;  
parameter logic [2:0] FIA_ADD  = 3'h0;
parameter logic [2:0] FIA_XOR  = 3'h4;
parameter logic [2:0] FIA_OR   = 3'h6;
parameter logic [2:0] FIA_AND  = 3'h7;
parameter logic [2:0] FIA_SLL  = 3'h1;
parameter logic [2:0] FIA_SRL  = 3'h5;
parameter logic [2:0] FIA_SRA  = 3'h5;  
parameter logic [2:0] FIA_SLT  = 3'h2;
parameter logic [2:0] FIA_SLTU = 3'h3;  
parameter logic [2:0] FIL_LB   = 3'h0;
parameter logic [2:0] FIL_LH   = 3'h1;
parameter logic [2:0] FIL_LW   = 3'h2;
parameter logic [2:0] FIL_LBU  = 3'h4;  
parameter logic [2:0] FIL_LHU  = 3'h5;  
parameter logic [2:0] FS_SB    = 3'h0;
parameter logic [2:0] FS_SH    = 3'h1;
parameter logic [2:0] FS_SW    = 3'h2;
parameter logic [2:0] FB_BEQ   = 3'h0;
parameter logic [2:0] FB_BNE   = 3'h1;
parameter logic [2:0] FB_BLT   = 3'h4;
parameter logic [2:0] FB_BGE   = 3'h5;
parameter logic [2:0] FB_BLTU  = 3'h6;
parameter logic [2:0] FB_BGEU  = 3'h7;
module control #(
    parameter int DWIDTH=32
)(
    input logic [DWIDTH-1:0] insn_i,
    input logic [6:0]        opcode_i,
    input logic [6:0]        funct7_i,
    input logic [2:0]        funct3_i,
    input logic              brlt_i,  
    input logic              brgt_i,  
    output logic             brun_o,
    output logic             pcsel_o,
    output logic             immsel_o,
    output logic             regwren_o,
    output logic             rs1sel_o,
    output logic             rs2sel_o,
    output logic             memren_o,
    output logic             memwren_o,
    output logic [1:0]       wbsel_o,
    output logic [3:0]       alusel_o,
    output logic             flush_o
);
    logic cond;
    logic [3:0] alu_op;
    always_comb begin
        if ((funct3_i == 0 || funct3_i == 5) &&  funct7_i == 7'h20 &&
            (opcode_i == OP_R || opcode_i == OP_IA)) begin
            alu_op[2:0] = ~funct3_i;
            alu_op[3] = 1;
        end
        else begin
            alu_op[2:0] = funct3_i;
            alu_op[3] = 0;
        end
        brun_o  = 0;
        flush_o = 0;
        cond = 0;
        case(opcode_i)
            OP_R : begin
                pcsel_o   = PC_ADD4;
                immsel_o  = 0;
                regwren_o = 1;
                rs1sel_o  = 1;
                rs2sel_o  = 1;
                memren_o  = 0;
                memwren_o = 0;
                wbsel_o   = WB_ALU;
                alusel_o  = alu_op;
            end
            OP_IA : begin
                pcsel_o   = PC_ADD4;
                immsel_o  = 1;
                regwren_o = 1;
                rs1sel_o  = 1;
                rs2sel_o  = 0;
                memren_o  = 0;
                memwren_o = 0;
                wbsel_o   = WB_ALU;
                alusel_o  = alu_op;
            end
            OP_IL: begin
                pcsel_o   = PC_ADD4;
                immsel_o  = 1;
                regwren_o = 1;
                rs1sel_o  = 1;
                rs2sel_o  = 0;
                memren_o  = 1;
                memwren_o = 0;
                wbsel_o   = WB_MEM;
                alusel_o  = ALU_ADD;
            end
            OP_IJ: begin
                pcsel_o   = PC_IMMI;
                immsel_o  = 1;
                regwren_o = 1;
                rs1sel_o  = 0;
                rs2sel_o  = 0;
                memren_o  = 0;
                memwren_o = 0;
                wbsel_o   = WB_PC4;
                alusel_o  = ALU_ADD;
                flush_o   = 1;
            end
            OP_S: begin
                pcsel_o   = PC_ADD4;
                immsel_o  = 1;
                regwren_o = 0;
                rs1sel_o  = 1;
                rs2sel_o  = 1;
                memren_o  = 0;
                memwren_o = 0;
                wbsel_o   = WB_ALU; 
                alusel_o  = ALU_ADD;
            end
            OP_B: begin
                case(funct3_i)
                    FB_BEQ : cond  = ~(brgt_i | brlt_i);
                    FB_BNE : cond  = (brgt_i | brlt_i);
                    FB_BLT : cond  = brlt_i;
                    FB_BGE : cond  = ~brlt_i;
                    FB_BLTU : begin
                        brun_o = 1;
                        cond = brlt_i;
                    end
                    FB_BGEU : begin
                        brun_o = 1;
                        cond = ~brlt_i;
                    end
                    default : begin
                        brun_o = 0;
                        cond = 0;
                    end
                endcase
                pcsel_o   = PC_IMMI*cond; 
                immsel_o  = 1;
                regwren_o = 0;
                rs1sel_o  = 1;
                rs2sel_o  = 1;
                memren_o  = 0;
                memwren_o = 0;
                wbsel_o   = WB_ALU; 
                alusel_o  = ALU_ADD;
                flush_o   = cond;  
            end
            OP_U: begin
                pcsel_o   = PC_ADD4;
                immsel_o  = 1;
                regwren_o = 1;
                rs1sel_o  = 0;
                rs2sel_o  = 0;
                memren_o  = 1;
                memwren_o = 0;
                wbsel_o   = 0;
                alusel_o  = ALU_ADD;
            end
            OP_UPC: begin
                pcsel_o   = PC_ADD4;
                immsel_o  = 1;
                regwren_o = 1;
                rs1sel_o  = 0;
                rs2sel_o  = 0;
                memren_o  = 1;
                memwren_o = 0;
                wbsel_o   = 0;
                alusel_o  = ALU_ADD;
                flush_o   = 0;
            end
            OP_J: begin
                pcsel_o   = PC_IMMI;
                immsel_o  = 1;
                regwren_o = 1;
                rs1sel_o  = 0;
                rs2sel_o  = 0;
                memren_o  = 1;
                memwren_o = 0;
                wbsel_o   = 0;
                alusel_o  = ALU_ADD;
                flush_o   = 1;
            end
            default : begin
                pcsel_o   = PC_ADD4;
                immsel_o  = 0;
                regwren_o = 0;
                rs1sel_o  = 0;
                rs2sel_o  = 0;
                memren_o  = 0;
                memwren_o = 0;
                alusel_o  = 0;
                wbsel_o   = 0;
                flush_o   = 1;
            end
        endcase
    end
endmodule : control
$ cat ./run.sh
#!/bin/bash
# OpenROAD 26Q1-2900-gdf79404cd8, Yosys 0.63+post, stock flow scripts
make -C /OpenROAD-flow-scripts/flow DESIGN_CONFIG=/design/flow/config.mk WORK_HOME=/design/flow/orfs finish
$ cat ./config.mk
export PLATFORM = sky130hd
export DESIGN_NAME = control
export DESIGN_NICKNAME = control
export VERILOG_FILES = /design/flow/design.v
export SDC_FILE = /design/flow/constraint.sdc
export NUM_CORES = 4
export LEC_CHECK = 1
export CORE_AREA = 10 10 70 70
export DIE_AREA = 0 0 80 80
$ cat ./constraint.sdc
current_design control

set clk_period 3.3
set clk_io_pct 0.2

create_clock -name clk0 -period $clk_period

set non_clock_inputs [all_inputs -no_clocks]
set_input_delay [expr $clk_period * $clk_io_pct] -clock clk0 $non_clock_inputs
set_output_delay [expr $clk_period * $clk_io_pct] -clock clk0 [all_outputs]
==> flow_summary.json <==
{
  "dp_hpwl_um": 1470,
  "ys_types": 35,
  "port_buffers": 33,
  "fillerInstances": 374,
  "regArea_um2": 0,
  "layout-drive-gt1-share": 0.200,
  "yosys_warnings": 1,
  "critPathRequiredTime_ps": 2640,
  "avgSynthCellArea_um2": 7.02,
  "critPathTopFamily": "buffers and inverters",
  "min_path_type": "primary input to output port",
  "switchingPower_uw": 27.7,
  "cp_max_fo": 4,
  "antenna_found_initial": 0,
  "critPathLaunchType": "primary input",
  "arrival_ps": 2570,
  "via_per_inst": 3.95,
  "finalMaxSlewViolations": 0,
  "fin_cells": 146,
  "powerDensity_nw_per_um2": 82.9,
  "post_dp_cell_area_um2": 857,
  "p_comb_frac": 1.000,
  "critical_path_class": "primary input to output port",
  "grt_pass1_wl_um": 2650,
  "routabilityCongestion": 0.820,
  "status": "finished clean",
  "startpoint": "opcode_i[3]",
  "max_stage_delay_ps": 500,
  "p_int_uw": 44.0,
  "die_w_um": 80,
  "seq_power_share": 0,
  "antenna_cells": 0,
  "setup_tns_ps": 0,
  "yosys-top-cells-area": "a21oi_1, nor4_2, a211oi_1, buf_6, or3_4",
  "dieArea_um2": 6400,
  "vias": 577,
  "drt_iter0_drc": 21,
  "critPathBufInv": 2,
  "rows": 21,
  "synth_cells": 59,
  "yosysTopAreaCellShare": 0.0725,
  "grt_max_degree": 9,
  "maxCapViolations": 0,
  "synthToLayoutAreaGrowth_pct": 109,
  "power_frac_clock": 0,
  "worstPathCellList": "clkdlybuf4s50_1, or3_4, or3_4, a311oi_2, clkdlybuf4s50_1",
  "clock_buffer_count": 0,
  "warnings": 64,
  "mostFrequentLayoutCells": "clkdlybuf4s50_1, buf_4, a21oi_1",
  "grt_pass1_vias": 569,
  "cp_slowest_cell": "clkdlybuf4s50_1",
  "p_leak_uw": 0.000321,
  "final_common_cell": "clkdlybuf4s50_1",
  "io_pins": 66,
  "path_depth": 5,
  "nFlopsAndLatches": 0,
  "fin_area_um2": 866,
  "cts_hold_buf": 0,
  "hold_violations": 0,
  "post-route-util": 0.253,
  "syn_area_um2": 414,
  "overflow": 0,
  "ys_seq_share": 0,
  "initCoreUtil": 0.121,
  "max_freq_ghz": 0.309,
  "setup_viol": 0,
  "rsz0062_at_grt": "no",
  "fin_crit_ps": 3230,
  "swShare": 0.387,
  "fp.coreArea_um2": 3420,
  "yosys-stat-area_um2": 414,
  "grt_usage": 0.0489,
  "finalCritPeriodShare": 0.979,
  "drt-pass1-iter-count": 2,
  "cp-end-kind": "output port",
  "die_y_um": 80,
  "ys_cells": 59,
  "wire_per_inst_um": 11.6,
  "ant_nets": 0,
  "crit_path_end": "alusel_o[2]",
  "dp_cells": 146,
  "wl_um": 1690,
  "yosys.area.top_type": "a21oi_1",
  "vdd.ir_drop.worst_v": 0.0000129,
  "drc": 0,
  "logic_area_um2": 370
}
-- how the worst min path moves through the flow --
| stage | end | startpoint | cells past startpoint | slack [ps] |
|---|---|---|---|---|
| 4_1_cts | alusel_o[3] | funct7_i[6] | 5 | 2380 |
| 6_report | rs1sel_o | opcode_i[2] | 4 | 2090 |
| 5_1_grt | rs1sel_o | opcode_i[2] | 4 | 2150 |
-- kinds of logic (layout without fill, tap and decap cells) --
group | after synthesis | after routing | synth area share
compound gates | 20 | 20 | 0.357
xor+xnor | 2 | 2 | 0.0423
buf+inv | 8 | 49 | 0.121
mux | 1 | 1 | 0.0242
other cells | 1 | 1 | 0.00905
simple gates | 27 | 27 | 0.447
-- metrics by stage --
stage	hold slack, ps	setup WS [ps]	total power (uW)
finish	2090	68.9	71.7
global route	2150	8.13	78.1
CTS	2380	11.5	71.5
detailed placement	2390	18.6	71.0
global placement	2380	41.5	69.8
floorplan	1340	988	26.8
-- timing repair --
| item | 4_1_cts | 5_1_grt |
|---|---|---|
| hold endpoints to repair | 0 | 0 |
| endpoints found under the setup margin | 0 | 3 |
| resized | 0 | 3 |
| buffers inserted | 0 | 0 |
-- cells in the mapped netlist, drive strengths merged --
library cell / instances
a21oi: 6
nand2: 5
buf: 4
inv: 4
nor2: 4
a211oi: 3
nor4: 3
or3: 3
and2: 2
nor2b: 2
o21ai: 2
xnor2: 2
a2111oi: 1
a21bo: 1
a21boi: 1
a22o: 1
a311oi: 1
a31o: 1
and3b: 1
conb: 1
mux2i: 1
nand2b: 1
nand3: 1
nand3b: 1
nor3b: 1
nor4b: 1
nor4bb: 1
o21a: 1
o311a: 1
o311ai: 1
or2: 1
-- tightest hold or removal path: stages --
cell	delay [ps]
dlymetal6s2s_1	170
buf_4	150
nor2b_1	40
clkdlybuf4s50_1	400
-- power by group through the flow --
stage         Sequential [uW]  Clock, uW  Combinational [uW]
CTS                         0          0                71.5
global route                0          0                78.1
finish                      0          0                71.7
-- routing by layer --
layer | global-route usage | share of wire
met5 | 0 | 0
met4 | 0 | 0
met3 | 0.0205 | 0.12
met2 | 0.0819 | 0.44
met1 | 0.0606 | 0.44
-- cell type report --
class	count	area share
Multi-Input combinational cell	51	0.428
Inverter	4	0.0173
Timing Repair Buffer	45	0.488
Tap cell	46	0.0665
Power is estimated from default activity; no workload was simulated.
