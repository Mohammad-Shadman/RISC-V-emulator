==> flow/design.v <==
package constants_pkg;
typedef enum logic [1:0] {
    ADD = 2'b00,
    SUB = 2'b01,
    AND = 2'b10,
    OR =  2'b11
} aluSel_e  ;
endpackage
import constants_pkg::*;
module alu #(
              parameter int DWIDTH = 8)(
                                         input logic [1:0]         sel_i,
                                         input logic [DWIDTH-1:0]  op1_i,
                                         input logic [DWIDTH-1:0]  op2_i,
                                         output logic [DWIDTH-1:0] res_o,
                                         output logic zero_o,
                                         output logic neg_o
                                        );
    always @* begin
        case(sel_i)
            ADD: res_o = op1_i + op2_i; 
            SUB: res_o = op1_i - op2_i;
            AND: res_o = op1_i & op2_i; 
            OR : res_o = op1_i | op2_i; 
        endcase    
        zero_o = op1_i-op2_i == 0 ? 1 : 0;
        neg_o = res_o[3];
    end
endmodule: alu
module reg_rst #(parameter int DWIDTH = 32)(
                                            input logic clk,
                                            input logic rst,
                                            input logic [DWIDTH-1:0] in_i,
                                            output logic [DWIDTH-1:0] out_o
                                            );
    always_ff @(posedge clk) begin
        out_o <= in_i;
        if (rst==1) begin
            out_o <= 0;
        end
    end
endmodule: reg_rst
module three_stage_pipeline #(
			                  parameter int DWIDTH = 8)(
			                                            input logic               clk,
			                                            input logic               rst,
			                                            input logic [DWIDTH-1:0]  op1_i,
			                                            input logic [DWIDTH-1:0]  op2_i,
			                                            output logic [DWIDTH-1:0] res_o
			                                            );
    wire [31:0] aluAddOp1;
    reg_rst #(DWIDTH)S1op1(.clk(clk),.rst(rst),.in_i(op1_i),.out_o(aluAddOp1));
    wire [31:0] aluAddOp2;
    reg_rst #(DWIDTH)S1op2(.clk(clk),.rst(rst),.in_i(op2_i),.out_o(aluAddOp2));
    wire [31:0] s2op1;
    alu #(DWIDTH) adder(.op1_i(aluAddOp1),.op2_i(aluAddOp2),.sel_i(0), .res_o(s2op1));
    wire [31:0] aluSubOp1;
    reg_rst #(DWIDTH)S2op1(.clk(clk),.rst(rst),.in_i(aluAddOp1),.out_o(aluSubOp1));
    wire [31:0] aluSubOp2;
    reg_rst #(DWIDTH)S2op2(.clk(clk),.rst(rst),.in_i(s2op1),.out_o(aluSubOp2));
    wire [31:0] s3out;    
    alu #(DWIDTH) subber(.op1_i(aluSubOp1),.op2_i(aluSubOp2),.sel_i(1), .res_o(s3out));
    reg_rst #(DWIDTH)S3out(.clk(clk),.rst(rst),.in_i(s3out),.out_o(res_o));
endmodule: three_stage_pipeline
==> flow/run.sh <==
#!/bin/bash
# OpenROAD 26Q1-2900-gdf79404cd8, Yosys 0.63+post, stock flow scripts
make -C /OpenROAD-flow-scripts/flow DESIGN_CONFIG=/design/flow/config.mk WORK_HOME=/design/flow/orfs finish
==> flow/config.mk <==
export PLATFORM = sky130hd
export DESIGN_NAME = three_stage_pipeline
export DESIGN_NICKNAME = three_stage_pipeline
export VERILOG_FILES = /design/flow/design.v
export SDC_FILE = /design/flow/constraint.sdc
export NUM_CORES = 4
export LEC_CHECK = 1
export CORE_AREA = 10 10 114 114
export DIE_AREA = 0 0 124 124
==> flow/constraint.sdc <==
current_design three_stage_pipeline

set clk_period 6.3
set clk_io_pct 0.2

create_clock -name clk0 -period $clk_period [get_ports {clk}]

set non_clock_inputs [all_inputs -no_clocks]
set_input_delay [expr $clk_period * $clk_io_pct] -clock clk0 $non_clock_inputs
set_output_delay [expr $clk_period * $clk_io_pct] -clock clk0 [all_outputs]
==> deck_impl_summary.md <==
Implementation Results

CTS
  • Postcts setup bufs: 0
  • CTS Buffer Depth: 2
  • Hold Buf Count CTS: 0
  • Root Buffer: clkbuf_8
  • Skew-Pair Late Insertion Delay: 0.29 ns
  • Cts bufs inserted: 5
  • CTS tree: done
  • Clock-pin slew on the worst setup and hold paths: 0.09 ns
  • Clk sinks: ~40
  • H-tree Lvls: 2
  • CTS resizes: 0

Worst hold path
  • Hold Path Class: register to register
  • Hold depth: 1

Global routing
  • Initial antenna violation count: 0
  • Largest net degree at the start of global routing: 47
  • Vias in the first global route: ~1200
  • GRT Total Usage: 0.0405
  • Global-route wire length before repair: 5130 microns
  • Grt ovf: 0

STA
  • Final setup fails: 0
  • Cycle use final: 0.379
  • Minimum clock period: ~2.4 ns
  • Final setup TNS: 0 ns
  • Worst Tran Pin Value: between 0.4 and 0.5 ns
  • RSZ-0062 raised after global routing: false
  • Max-slew violations: 0
  • Final Hold Violating Endpoints: 0
  • Max-slew headroom: 0.717
  • Max Fclk: around 0.42 GHz
  • Skew final: 0.0123 ns

Route
  • Antenna Cells: 0
  • DRT antenna net count: 0
  • Final WL: roughly 3100 microns
  • WL per Instance: between 9 and 10 microns
  • Via density: roughly 3.5
  • Via count: between 1000 and 1500
  • DRT Pass-1 Iters: 5
  • Drt drc: 0
  • Initial drt markers: roughly 73

Pwr
  • Peak VDD IR: 0.142 mV
  • P_leak: ~0.88 nW
  • Pwr Density: approximately 260 nW/um^2

Synthesis
  • Adders+Majority by Area: 0.126
  • Register share after synthesis: 0.469
  • Xor+xnor area frac: 0.0205
  • # Cells Yosys: between 150 and 200
  • Synth mux share: 0
  • Top non-seq family: simple AND/OR/NAND/NOR gates
  • Post-synthesis simple-gate area fraction: 0.216
  • Distinct cells, synth: 30
  • Synth Area in Compound Gates: 0.125
  • Tally of yosys warning messages: 17
  • Syn_area_per_cell: 9.99 sq um
  • Syn Std Cell Area: about 1700 sq um
  • Yosys chip area: between 1500 and 2000 sq um
  • Flops out of synthesis: about 40
  • Synthesized instance count: approximately 170

Critical path
  • Critical path buffers and inverters: 2
  • Worst Path Max Fanout: between 40 and 50
  • Slowest-stage cell, CP: or3b_2
  • Critical setup path kind: input pin to register
  • Max incr delay on CP: just under 0.5 ns
  • CP endpoint kind: register
  • CP cell instances: clkdlybuf4s50_1 > buf_4 > or3b_2 > o31a_1 > o211ai_1
  • Cell depth of the worst setup path: 5
  • Worst R2R Path Depth: 7
  • Critical path's top delay family: buffers and inverters
  • WP data required: between 6 and 7 ns
  • Startpoint Class: input pin
  • R2r setup slk: 4.55 ns
  • Crit path DAT: 2.61 ns

Place
  • GPL Wtd Cong: 0.877
  • Input/output buffers: 25
  • Cells after DPL: 328
  • Area after DPL: 2100 sq um
  • DP HPWL: approximately 2300 microns

Floorplanning
  • Chip width: roughly 120 microns
  • Initial core utilization: 0.164
  • Die Height: about 120 microns
  • Core footprint: between 10000 and 15000 sq um
  • Die area: between 15000 and 20000 sq um
  • I/O Pins: 26
  • Row count: 37

Layout
  • Most frequent cells in the layout: dfxtp_1 (40), nor2b_1 (27), clkdlybuf4s50_1 (25)
  • Syn-to-layout area delta: 29.8%
  • Post-layout instance area: around 2200 sq um
  • Final std cells w/o fill: 336
  • Most instantiated logic cell after routing: dfxtp_1
  • Share of cells above drive strength 1: 0.0600

Flow run
  • Log Warnings: 25
  • Max cap viols: 0

Status
  • Status: completed
cells by family (layout without fill, tap and decap cells):
group / count (synthesis) / in the layout
xor gates and xnor gates: 4 / 4
DFF: 40 / 40
AOI/OAI and AO/OA: 32 / 32
and+or+nand+nor: 63 / 63
buffers and inverters: 16 / 45
adders and majority gates: 16 / 16
cell type report:
type	instances	area, sq um
clock inverter	3	46.3
tap	136	170
timing repair buffer	26	258
multi-input combinational	115	833
clock buffer	5	68.8
fill	1104	8200
sequential	40	801
inverter	11	41.3
synthesized netlist by cell type:
master    number  area [sq um]
xnor2_1        2          17.5
a21oi_1        8          40.0
a21o_1         6          45.0
a31o_1         1          8.76
or4_1          2          15.0
o21a_1         2          15.0
a211oi_2       1          12.5
or3_1          2          12.5
nor4b_1        1          8.76
nor2b_1       27           169
nand2_1        1          3.75
buf_6          2          22.5
or3b_2         2          17.5
inv_1         11          41.3
dfxtp_1       40           801
fa_1           2          40.0
nor2_1         9          33.8
ha_1          14           175
nand3_1        4          20.0
o211a_1        1          10.0
nor3_1         7          35.0
a211oi_1       3          22.5
nor3b_1        3          22.5
nand2b_1       4          25.0
o31a_1         2          17.5
o211ai_1       1          7.51
nand4_1        1          6.26
xor2_1         2          17.5
o21ai_0        7          35.0
clkbuf_1       3          11.3
registers in the layout, indices dropped and copies added (netlist names):
| signal | count |
|---|---|
| S1op2.out_o | 8 |
| S2op1.out_o | 8 |
| S2op2.out_o | 8 |
| S3out.out_o | 8 |
| S1op1.out_o | 8 |
worst register-to-register path, stage by stage, from the launching register on:
cell,delay [ns]
dfxtp_1,0.33
ha_1,0.21
inv_1,0.07
fa_1,0.38
nor2b_1,0.23
o31a_1,0.18
o21ai_0,0.09
nor3b_1,0.15
path summary, 6_finish.rpt:
check                 startpoint        endpoint
setup / recovery             rst  S2op2.out_o[5]
hold / removal    S1op1.out_o[7]  S2op1.out_o[7]
setup reg to reg  S1op1.out_o[0]  S2op2.out_o[6]
hold reg to reg   S1op1.out_o[7]  S2op1.out_o[7]
where the power goes:
| part | internal [mW] | leakage (nW) | switching [mW] |
|---|---|---|---|
| logic | 0.0553 | 0.492 | 0.0417 |
| clock network | 0.119 | 0.0548 | 0.0898 |
| registers | 0.273 | 0.332 | 0.00599 |
| total | 0.448 | 0.879 | 0.138 |
per-stage QoR:
step	hold slack, ns	util	total power, mW	setup WS, ns
after CTS	0.471	0.213	0.595	3.91
after detailed placement	0.469	0.202	0.383	3.61
after global routing	0.485	0.213	0.615	3.85
after global placement	0.455	0.202	0.382	3.63
final	0.470	0.213	0.585	3.91
after floorplan	0.445	-	0.344	4.26
per-layer routing:
metal	GRT usage	share of wire	vias to the layer above
li1	-	-	642
met1	0.0551	0.51	495
met2	0.0599	0.40	30
met3	0.0161	0.071	4
met4	0.00863	0.021	0
met5	0	0	-
Power figures rest on the tool's default switching activity, not on a simulated workload.
